File: flow/design.v
`timescale 1ns / 1ps
module full_adder_onebit(
     input A,
    input B,
    input Sel,
    input Cin,
    output Sum,
    output Cout
    );
    wire Bnew;
	  wire w1,w2,w3;
	    xor  (Bnew,B,Sel);
		 xor   (w1,A,Bnew);
		 xor   (Sum,w1,Cin);
	    and   (w2,A,Bnew);
		 and   (w3,Cin,w1);
	    or   (Cout,w3,w2);
endmodule
`timescale 1 ns/1 ns
module time_calculate(
 time_out,
 time_in,
 time_total);
input [7:0] time_out;
input [7:0] time_in;
output [7:0] time_total;
wire carry[7:0] ,Cout;
	full_adder_onebit  
	                               a1  (time_out[0],time_in[0],1'b1,1'b1, time_total[0],carry[0]),
									       a2  (time_out[1],time_in[1],1'b1,carry[0], time_total[1],carry[1]),
									       a3  (time_out[2],time_in[2],1'b1,carry[1], time_total[2],carry[2]),
									       a4  (time_out[3],time_in[3],1'b1,carry[2], time_total[3],carry[3]),  
											 a5  (time_out[4],time_in[4],1'b1,carry[3], time_total[4],carry[4]),
									       a6  (time_out[5],time_in[5],1'b1,carry[4], time_total[5],carry[5]),
									       a7  (time_out[6],time_in[6],1'b1,carry[5], time_total[6],carry[6]),
									       a8  (time_out[7],time_in[7],1'b1,carry[6], time_total[7],Cout);
											 and (Cout,1'b1,Cout);
endmodule
File: flow/run.sh
#!/bin/bash
# OpenROAD 26Q1-2900-gdf79404cd8, Yosys 0.63+post, stock flow scripts
make -C /OpenROAD-flow-scripts/flow DESIGN_CONFIG=/design/flow/config.mk WORK_HOME=/design/flow/orfs finish
File: flow/config.mk
export PLATFORM = sky130hd
export DESIGN_NAME = time_calculate
export DESIGN_NICKNAME = time_calculate
export VERILOG_FILES = /design/flow/design.v
export SDC_FILE = /design/flow/constraint.sdc
export NUM_CORES = 4
export LEC_CHECK = 1
export CORE_AREA = 10 10 70 70
export DIE_AREA = 0 0 80 80
File: flow/constraint.sdc
current_design time_calculate

set clk_period 5.2
set clk_io_pct 0.2

create_clock -name clk0 -period $clk_period

set non_clock_inputs [all_inputs -no_clocks]
set_input_delay [expr $clk_period * $clk_io_pct] -clock clk0 $non_clock_inputs
set_output_delay [expr $clk_period * $clk_io_pct] -clock clk0 [all_outputs]
==> results.txt <==
run metrics: total number of warnings across the stage logs=33, proportion of netlist area held by the largest area contributor=44.7%, final weighted congestion of routability-driven global placement=0.778, Core Box Area=3420 sq um, Ys Warns=1, most popular library cell in the synthesized design by count=inv_1, worst setup path class=input port to primary output, Clock buffer cells=0, critical path endpoint category=primary output, CP arrival=4040 ps, diode count=0, horizontal die dimension=80 um, overall chip area=6400 sq um, fraction of layout instances using a drive strength above 1=23.9%, ratio of routed vias to standard cells=2.34, filler instances=389, Final min period=5080 ps, RSZ-0062 raised after global routing=false, highest attainable clock frequency=0.197 GHz, via count of the first global-routing pass=232, xor+xnor area frac=8.84%, total via count after detailed routing=215, biggest combinational cell group after synthesis=adder cells, portion of netlist area occupied by mux cells=0%, number of standard cells reported by yosys=30, DR pass1 iterations=1, area fraction in and, or, nand and nor cells=0%, Max-cap violations=0, final std cells w/o fill=92, gr ovfl total=0, instance area after placement=507 sq um, top post-synthesis cells by area=fa_1, buf_4, inv_1, final setup violating endpoints=0, final routed wire length divided by cell count=7.78 um, number of pins with negative max-slew slack in the final report=0, AND-OR/OR-AND share of the synthesized area=0%, required time worst endpoint=4160 ps, number of remaining DRC errors=0, final hold violations=0, Worst Hold Path Cells=4, die boundary height=80 um, worst min path class=input port to primary output, Post-Synthesis Cells=30, number of placement rows=21, GR Util met2=2.17%, GR Util All Layers=2.16%, top cell type by total area after synthesis=fa_1, leakage power figure=0.000238 uW, final instance area=529 sq um, Critical Path Fanout Max=1, Global Route met1 Usage=3.36%, hold buffer count at CTS=0, initial antenna violation count=0, gr busiest metal=met1, met3 capacity usage during global routing=1.82%, post-synthesis instance area=269 sq um, antenna violation net count after detailed routing=0, Chip Area, Yosys=269 sq um, P&R area growth vs syn=96.7%, worst-margin pin slew=96.1 ps, First DRT Iteration DRCs=0, wire length of the first global-routing pass=1140 um, power per cell area=96.6 nW/um^2, core utilization at floorplan=7.88%, mean post-synth cell area=8.97 sq um, portion of the post-synthesis area used by sequential elements=0%, post-detailed-placement half-perimeter wirelength=715 um, portion of the clock cycle consumed by the worst path in the final layout=97.7%, number of sequential cells=0, ports placed on the boundary=24, status=complete, no violations, Worst Setup Start Kind=input port, overall power after layout=51.1 uW, worst voltage drop across the vdd grid=0.0000322 V, wire length after detailed routing=716 um, fin util=15.5%, pin count of the biggest net entering global routing=2, Slew HR=93.6%, number of placed instances with taps included=92, most instantiated cells after synthesis=inv_1, buf_4, fa_1, ha_1, xor3_1, fa+ha+maj area frac=49.3%, port bufs=24, distinct lib cells=5, sequential standard cell area=0 sq um
[power breakdown]
| group | leakage, uW | switching [uW] | internal [uW] |
|---|---|---|---|
| combinational | 0.000238 | 14.7 | 36.4 |
| clock | 0 | 0 | 0 |
| sequential | 0 | 0 | 0 |
| total | 0.000238 | 14.7 | 36.4 |
[final timing paths]
kind   startpoint            end
min    time_in[0]  time_total[0]
max   time_out[0]  time_total[7]
[area by class of cell]
class | count | area [sq um] | share of cell area (%)
Tap cell | 46 | 57.6 | 10.9
Timing Repair Buffer | 24 | 235 | 44.4
Multi-Input combinational cell | 8 | 184 | 34.8
Inverter | 14 | 52.6 | 9.93
[critical path, cell delays in order]
cell and delay, ps:
buf_6 70, inv_2 30, ha_4 150, fa_2 390, fa_2 390, fa_2 360
fa_2 360, fa_2 400, fa_2 400, xor3_1 340, buf_2 120
[cells in the final DEF (no fill, tap or decap)]
| cell | Yosys | final |
|---|---|---|
| xor3_1 | 1 | 1 |
| buf_2 | 0 | 1 |
| dlygate4sd2_1 | 0 | 2 |
| clkdlybuf4s50_1 | 0 | 18 |
| inv_2 | 0 | 1 |
| clkdlybuf4s15_1 | 0 | 1 |
| ha_4 | 0 | 1 |
| buf_6 | 0 | 2 |
| inv_1 | 14 | 13 |
| fa_2 | 0 | 6 |
[through the flow]
step           hold WS, ps  setup TNS (ps)  setup slack (ps)
2_1_floorplan         2310               0               346
6_report              2690               0               120
5_1_grt               2710               0              34.5
4_1_cts               2700           -24.2             -24.2
3_5_place_dp          3090           -1260              -600
3_3_place_gp          3090           -1210              -585
[per-layer routing]
metal | part of all wire (%) | up-vias
met5 | 0 | -
met4 | 0 | 0
met3 | 26 | 0
met2 | 27 | 23
met1 | 46 | 90
li1 | - | 102
[repair_timing]
item	CTS	global route
endpoints found under the setup margin	3	2
resized	24	0
gates cloned	0	0
setup buffers	0	0
pin swaps	8	2
endpoints found under the hold margin	0	0
[cell families after synthesis]
kind of cell | Yosys count
buffers and inverters | 22
XOR/XNOR | 1
adder cells (fa/ha/maj) | 7
Power and IR drop assume default switching activity.
