$ cat flow/design.v
`timescale 1 ns/1 ns
module update_capacity(input entry, 
input [7:0] parking_capacity,
output reg [7:0] parking_capacity_new,
output reg [7:0] cap
    );
wire ch;
wire check;
assign ch = parking_capacity[0] | parking_capacity[1] | parking_capacity[2] | parking_capacity[3] | parking_capacity[4] | parking_capacity[5] | parking_capacity[6] | parking_capacity[7];
assign check = entry & ch;
always @(*)
	begin
		if(check)
			begin
				if (parking_capacity[7]==1)
				cap=8'b10000000;
				else if(parking_capacity[6]==1)
				cap=8'b01000000;
				else if(parking_capacity[5]==1)
				cap=8'b00100000;
				else if(parking_capacity[4]==1)
				cap=8'b00010000;
				else if(parking_capacity[3]==1)
				cap=8'b00001000;
				else if(parking_capacity[2]==1)
				cap=8'b00000100;
				else if(parking_capacity[1]==1)
				cap=8'b00000010;
				else if(parking_capacity[0]==1)
				cap=8'b00000001;
			end
		else cap = 8'b00000000;
		parking_capacity_new = parking_capacity - cap;
	end
endmodule
$ cat flow/run.sh
#!/bin/bash
# OpenROAD 26Q1-2900-gdf79404cd8, Yosys 0.63+post, stock flow scripts
make -C /OpenROAD-flow-scripts/flow DESIGN_CONFIG=/design/flow/config.mk WORK_HOME=/design/flow/orfs finish
$ cat flow/config.mk
export PLATFORM = sky130hd
export DESIGN_NAME = update_capacity
export DESIGN_NICKNAME = update_capacity
export VERILOG_FILES = /design/flow/design.v
export SDC_FILE = /design/flow/constraint.sdc
export NUM_CORES = 4
export LEC_CHECK = 1
export CORE_AREA = 10 10 70 70
export DIE_AREA = 0 0 80 80
$ cat flow/constraint.sdc
current_design update_capacity

set clk_period 5.4
set clk_io_pct 0.2

create_clock -name clk0 -period $clk_period

set non_clock_inputs [all_inputs -no_clocks]
set_input_delay [expr $clk_period * $clk_io_pct] -clock clk0 $non_clock_inputs
set_output_delay [expr $clk_period * $clk_io_pct] -clock clk0 [all_outputs]
==> results.cfg <==
; physical design summary
[yosys]
synth-xor-area-share_pct = 2.93
edf_count = 0
syn_area_per_cell_sq_um = 7.77
ys_cells = 77
top_logic_kind = simple AND/OR/NAND/NOR gates
ys_warn_count = 1
synth_top_area_share_pct = 20.1
synthesis.area_sq_um = 598
ys_ff = 8
compound_area_share_pct = 17.4
async_reset_ff_share_pct = 0
ys_sh_simple_pct = 33.5
largest_area_cell = dlxtn_1
synth.area.top_cells = dlxtn_1 (20%), ha_1 (15%), inv_1 (7.5%)
ys_sh_mux_pct = 0
ys_area_sq_um = 598
adder_share_pct = 18.0
synth_cells = 77
yosys.cell_types.count = 34
ff_type = dlxtn_1

[sta]
unclocked_pins = 8
final_max_slew_viol_count = 0
finalHoldViolCount = 0
clock.fmax_ghz = 0.195
fin_crit_ps = 5120
final.setup.tns_ps = 0
rsz0062_at_grt = no
period_used_pct = 94.7
setup_violations = 0
untimed_endpoints = 8

[route]
detail_route.wl_per_cell_microns = 9.05
vias = 584
drc = 0
drt-vias-per-instance = 3.77
dr.pass1.iters = 4
drt-initial-drc-count = 13
antenna_cells = 0
totalWireLength_microns = 1400
drtAntennaViolNets = 0

[pwr]
p_switching_uw = 21.8
p_leak_nw = 0.413
ir_drop_uv = 17.9
p_clk_share_pct = 0
p_int_uw = 34.3
power_frac_comb_pct = 94.1
seqPwrFrac_pct = 5.9
power_density_nw_per_um2 = 60.2
switching_share_pct = 38.9

[floorplanning]
chipWidth_microns = 80
fp_util_pct = 17.5
die_area_sq_um = 6400
core_sq_um = 3420
io_pins = 25
rows = 21
die_h_microns = 80

[run_status]
status = finished clean

[cts]
post_cts_buffers = 0
cts_hold_buf = 0
post_cts_resized = 0

[cells_and_area]
layout.cells.most_common = clkdlybuf4s50_1
syn2layout_area_growth_pct = 55.9
layout-drive-gt1-share_pct = 3.67
final_cell_mix = clkdlybuf4s50_1 (25), inv_1 (12), dlxtn_1 (8), conb_1 (8), ha_1 (7)
fin_util_pct = 27.3
largest_register_ffs = 8

[setup_path]
startpoint_type = input port
critPathKind = in -> out
cp-end-kind = output port
required_ps = 4320
path_max_fanout = 4
crit_arrival_ps = 4040

[placed_design]
hpwlAfterDp_microns = 1280
globalplace.congestion = 0.838
portBuffers = 25

[grt]
grt_antenna_before_repair = 0
grt_pass1_vias = 498
grt_max_degree = 8
grt_usage_pct = 4.06
grt-ovfl-total = 0
grt_pass1_wl_microns = 2190

[hold_path]
min_from = parking_capacity[0]
hp-class = in -> out
worstHoldEndpoint = parking_capacity_new[0]
hold_depth = 5

[job]
maxCapViolations = 0
warnings = 32
## critical path: stages
cell             delay [ps]
clkdlybuf4s50_1         560
nand2b_4                 70
or4_4                   450
nor3_2                  110
and3_1                  190
ha_1                    180
fa_1                    210
nor2b_1                  60
o31a_1                  260
nor4b_1                 250
a211o_1                 150
clkdlybuf4s50_1         460
## layout make-up
type                            count  area [sq um]
Timing Repair Buffer               25           250
Inverter                           12          45.0
Fill cell                         388          2480
Tap cell                           46          57.6
Sequential cell                     8           120
Multi-Input combinational cell     64           459
## metrics by stage
step	worst slack [ps]	instance area [sq um]	hold slack [ps]	power [mW]	std cells
final	284	932	3190	0.0561	155
after global routing	58.7	932	3250	0.0640	155
after CTS	258	932	3200	0.0575	155
after detailed placement	286	932	3200	0.0570	155
after global placement	300	932	3210	0.0568	155
after floorplan	1400	624	2290	0.0278	84
## worst max path at each step
stage | start | endpoint | slack, ps | cells past startpoint
global route | entry | parking_capacity_new[6] | 60 | 12
finish | entry | parking_capacity_new[6] | 280 | 12
CTS | entry | parking_capacity_new[6] | 260 | 12
## Yosys cell counts (2+ instances only)
library cell / instances
nand2_1: 5
ha_1: 7
o21ai_0: 4
nand2b_1: 2
dlxtn_1: 8
nor4_1: 2
and2_1: 2
nor2_1: 5
nor2b_1: 3
inv_1: 12
xnor2_1: 2
a21oi_1: 3
## kinds of logic (layout without fill, tap and decap cells)
group	after synthesis	in the layout
AOI/OAI and AO/OA	16	16
xor gates and xnor gates	2	2
adders and majority gates	8	8
buffers and inverters	12	37
latches	8	8
other	1	8
and+or+nand+nor	30	30
## routing by layer
layer	GRT usage [%]	vias to the layer above	wire (microns)
met1	5.15	240	605
met2	6.90	20	642
met5	0	-	0
li1	-	324	-
met4	0	0	0
met3	1.36	0	156
## power groups by stage
stage	combinational, mW	sequential (mW)	clock (mW)
after CTS	0.0541	0.00332	0
after global routing	0.0606	0.00342	0
final	0.0528	0.00330	0
No activity file was given, so power comes from the tool's default toggle rates.
